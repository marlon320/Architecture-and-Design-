<file path="config.mk">
export PLATFORM = sky130hd
export DESIGN_NAME = counter8digit
export DESIGN_NICKNAME = counter8digit
export VERILOG_FILES = /design/flow/design.v
export SDC_FILE = /design/flow/constraint.sdc
export NUM_CORES = 4
export LEC_CHECK = 1
export CORE_UTILIZATION = 40
</file>
<file path="constraint.sdc">
current_design counter8digit

set clk_period 8.2
set clk_io_pct 0.2

create_clock -name clk0 -period $clk_period [get_ports {clk}]

set non_clock_inputs [all_inputs -no_clocks]
set_input_delay [expr $clk_period * $clk_io_pct] -clock clk0 $non_clock_inputs
set_output_delay [expr $clk_period * $clk_io_pct] -clock clk0 [all_outputs]
</file>
<file path="design.v">
`timescale 1ns / 1ps
module counter(
    input wire clk,
    output logic [31:0] val
    );
    logic [60:0] counter;
    always_ff @(posedge clk)
           counter <= counter + 1'b 1;
    assign val[31:0] = counter[50:19];
endmodule
`timescale 1ns / 1ps
module counter8digit(
        input wire clk,
        output logic[7:0]segments,
        output logic [7:0]digitselect
        );
        wire [31:0] value;
        counter mycounter(clk, value);   
        display8digit mydisplay8digit(value, clk, segments, digitselect);
    endmodule
`timescale 1ns / 1ps
module display8digit(
    input wire [31:0] val,
    input wire clk,
    output logic [7:0] segments,
    output logic [7:0] digitselect
    );
	logic [31:0] c = 0;					 
	logic [3:0] topthree;
	logic [3:0] value4bit;
	always_ff @(posedge clk)
		c <= c + 1'b 1;
	assign topthree[2:0] = c[18:16];		 
	assign digitselect[7:0] = ~ (  			 
					   topthree == 3'b000 ? 8'b 00000001  
				     : topthree == 3'b001 ? 8'b 00000010
				     : topthree == 3'b010 ? 8'b 00000100  
                     : topthree == 3'b011 ? 8'b 00001000
                     : topthree == 3'b100 ? 8'b 00010000            
				     : topthree == 3'b101 ? 8'b 00100000
				     : topthree == 3'b111 ? 8'b 01000000            
                     : 8'b 10000000);
	assign value4bit   =   (
				    topthree == 3'b000 ? val[3:0]  
                  : topthree == 3'b001 ? val[7:4]
                  : topthree == 3'b010 ? val[11:8]  
                  : topthree == 3'b011 ? val[15:12]
                  : topthree == 3'b100 ? val[19:16]            
                  : topthree == 3'b101 ? val[23:20]
                  : topthree == 3'b111 ? val[27:24]           
                  : val[31:28]);
	hexto7seg myhexencoder(value4bit, segments);
endmodule
`timescale 1ns / 1ps
`default_nettype none
module hexto7seg(
   input wire [3:0] X,
   output logic [7:0] segments
);
   assign segments = ~(                                  
            X == 4'h0 ? 8'b11111100      
          : X == 4'h1 ? 8'b01100000
          : X == 4'h2 ? 8'b11011010
          : X == 4'h3 ? 8'b11110010
          : X == 4'h4 ? 8'b01100110
          : X == 4'h5 ? 8'b10110110
          : X == 4'h6 ? 8'b10111110
          : X == 4'h7 ? 8'b11100000
          : X == 4'h8 ? 8'b11111110
          : X == 4'h9 ? 8'b11110110
          : X == 4'hA ? 8'b11101110
          : X == 4'hB ? 8'b00111110  
          : X == 4'hC ? 8'b10011100
          : X == 4'hD ? 8'b01111010  
          : X == 4'hE ? 8'b10011110
          : X == 4'hF ? 8'b10001110
          : 8'b00000001 );             
endmodule
</file>
<file path="run.sh">
#!/bin/bash
# OpenROAD 26Q1-2900-gdf79404cd8, Yosys 0.63+post, stock flow scripts
make -C /OpenROAD-flow-scripts/flow DESIGN_CONFIG=/design/flow/config.mk WORK_HOME=/design/flow/orfs finish
</file>
==> run summary <==
The flow completed. The run finished with clean final reports. Part of the Yosys area used for sequential elements landed at 42.4%. Detailed-routing iteration count for the pre-antenna-repair pass landed at 4.

Share of layout cells above drive strength 1 landed at 8.74%. The floorplan step defined a core boundary enclosing 0.00785 mm2. STA classifies the critical path startpoint as a flop. The clock H-tree reported by CTS has 3 levels.

The placement report lists the number of port buffers as 14. Share of async-settable or async-resettable flops after synthesis landed at 0%. The average instance in the mapped netlist occupies 9.43 um2.

In this run the post-CTS setup repair buffer count came out at 0. Yosys mapped a number of flops with a built-in enable equal to 0. Net load switching power landed at 134 uW. The switching portion of total power comes to 20.7%. The path class of the tightest hold or removal check is reg2reg. Power density relative to cell area landed at 174 mW/mm2. Total of max-cap violations landed at 0.

The number of antenna violations at the first check in global routing was 0. The number of global-route vias before repair came to 2170. After global routing the overflow that remains totals 0.

Total routed wirelength landed at 6000 um. Relative slew slack landed at 41.7%. Critical path required time landed at 6.56 ns.

Setup repair after global routing left no endpoint under its margin. The floorplan has 32 rows. Leakage power of the design landed at 1.25 nW. In this run the clock root is driven by a sky130_fd_sc_hd__clkbuf_8. The routed design shows a via density per instance of 5.15. Area of all placed cells without fillers landed at 0.00370 mm2. From the final report, the count of setup violators was given as 0. The CTS report gives the tree buffer count as 9.

Area of the chip landed at 0.00862 mm2. In the Yosys report the total cell count is 350. Count of hold buffers inserted by post-cts repair landed at 0. By instance count after routing, the leading logic cell type is sky130_fd_sc_hd__dfxtp_1. On the final layout, the worst hold slack is 0.416 ns. In the final report, the number of pins over their slew limit comes to 0. Total global-route track usage over all layers is 15.2%. During synthesis, Yosys emitted a total of 3 warnings. Synthesis inferred 70 register bits.

Die outline height landed at 92.9 um. Yosys-reported design area after synthesis landed at 0.00330 mm2. The critical path in this run is classified as reg2out. Per the skew report, the later register of the worst-skew pair sees a clock latency of 0.34 ns. Per report_power, the clock group accounts for 47.4% of the total. Synthesis handed over a netlist of 350 instances. Worst-case clock skew landed at 0.00564 ns. Detailed-placement wirelength estimate landed at 4200 um.

Pin count of the biggest net entering global routing landed at 27. Achievable frequency landed at 0.197 GHz. TritonCTS built the clock tree.

For reference, the final report shows the hold violation count at 0. STA classifies the critical path endpoint as a primary output. The worst path uses 61.9% of the clock period. Peak supply drop landed at 0.0000901 V. The number of different library cells used by synthesis comes to 50. Internal power summed over all cells landed at 512 uW.

Among all flip-flop cells after synthesis, the most frequent one is sky130_fd_sc_hd__dfxtp_1. Number of top-level pins landed at 17. From left edge to right edge, the die measures 92.9 um. Relative to the synthesized area, the layout overhead comes to 12.0%.

Post-route minimum period landed at 5.07 ns. In this run, the combinational gates consume 0% of the power. The routed design ends up with an antenna cell count of 0. Once placement finished, the instance area stood at 0.00348 mm2. Before placement the cells fill 42.1% of the core. At the end of routability-driven placement, the weighted congestion stood at 0.856.

Per the cell usage report, the commonest logic cells after layout are 70 x sky130_fd_sc_hd__dfxtp_1, 50 x sky130_fd_sc_hd__xnor2_1, 30 x sky130_fd_sc_hd__nand3_1, 25 x sky130_fd_sc_hd__nand2_1, 23 x sky130_fd_sc_hd__nor2_1. First-pass GRT wire length landed at 10400 um. Clock transition at the registers of the reported paths landed at 0.08 ns.

The routed design shows a wire length per standard cell of 12.8 um. Post-synthesis instance area landed at 0.00330 mm2. The data arrival time reported for the critical path is 3.43 ns. DRC violations left landed at 0. Once the clock tree was built, the resizer swapped 0 gates to a different size.

The violation tally recorded at the end of detailed-routing iteration 0 is 94. Per the timing report, the biggest fanout along the worst path comes to 26. Looking at the max-slew report, the worst-margin pin has a slew of 0.873 ns. Number of OpenROAD warnings landed at 25.

The clock tree has to reach 70 sinks. Number of buffers on the longest clock path landed at 2. Final antenna-violating net count landed at 0. Setup TNS landed at 0 ns. Sequential cell fraction of total power landed at 52.6%.

The final route contains 2411 vias.
==> path summary, 6_finish.rpt <==
| path | slack [ns] | depth (start not counted) | startpoint | to |
|---|---|---|---|---|
| hold / removal | 0.42 | 1 | mydisplay8digit.c[0] | mydisplay8digit.c[0] |
| setup / recovery | 3.13 | 7 | mydisplay8digit.c[17] | segments[6] |
| hold reg to reg | 0.42 | 1 | mydisplay8digit.c[0] | mydisplay8digit.c[0] |
| setup reg to reg | 5.93 | 6 | mycounter.counter[0] | mycounter.counter[40] |
==> cells by family after synthesis <==
group	Yosys count	share of synthesized area, %
AND/OR/NAND/NOR	144	25.2
flip-flops	70	42.4
XOR/XNOR	68	18.3
AND-OR/OR-AND	30	6.14
buffers and inverters	25	4.02
multiplexers	9	2.73
adder cells (fa/ha/maj)	3	1.06
other	1	0.114
==> routing by layer <==
metal / global-route usage [%] / part of all wire, % / vias up
li1: - / - / 1238
met1: 22.9 / 50 / 1115
met2: 23.5 / 43 / 46
met3: 3.09 / 4.4 / 12
met4: 2.56 / 2.0 / 0
met5: 0 / 0 / -
==> registers in the layout, summed over array words and instances (netlist names) <==
signal / flops
mycounter.counter: 51
mydisplay8digit.c: 19
==> area by class of cell <==
| class | instances | area, um2 |
|---|---|---|
| clock buffers | 9 | 124 |
| clock inverters | 7 | 96.3 |
| fillers | 765 | 4150 |
| inverters | 10 | 37.5 |
| multi-input cells | 256 | 1770 |
| flip-flops and latches | 70 | 1400 |
| well taps | 102 | 128 |
| repair buffers | 14 | 140 |
==> critical path, cell delays in order (launching register included) <==
cell	delay [ns]
sky130_fd_sc_hd__dfxtp_1	0.90
sky130_fd_sc_hd__mux2i_1	0.27
sky130_fd_sc_hd__a221oi_1	0.11
sky130_fd_sc_hd__o22ai_1	0.60
sky130_fd_sc_hd__o21bai_1	0.28
sky130_fd_sc_hd__or3b_1	0.38
sky130_fd_sc_hd__o211ai_1	0.08
sky130_fd_sc_hd__clkdlybuf4s50_1	0.48
==> synthesized netlist by cell type (2+ instances only) <==
cell | number | area, um2
sky130_fd_sc_hd__o22ai_1 | 3 | 18.8
sky130_fd_sc_hd__or3_1 | 2 | 12.5
sky130_fd_sc_hd__nor4_4 | 2 | 42.5
sky130_fd_sc_hd__xor2_1 | 17 | 149
sky130_fd_sc_hd__buf_4 | 6 | 45.0
sky130_fd_sc_hd__o211ai_1 | 3 | 22.5
sky130_fd_sc_hd__o21ai_0 | 9 | 45.0
sky130_fd_sc_hd__nand2_1 | 25 | 93.8
sky130_fd_sc_hd__ha_1 | 2 | 25.0
sky130_fd_sc_hd__buf_2 | 5 | 25.0
sky130_fd_sc_hd__and3_2 | 4 | 30.0
sky130_fd_sc_hd__nor2b_1 | 5 | 31.3
sky130_fd_sc_hd__inv_1 | 9 | 33.8
sky130_fd_sc_hd__a221oi_1 | 2 | 17.5
sky130_fd_sc_hd__clkbuf_2 | 2 | 10.0
sky130_fd_sc_hd__nand4_1 | 16 | 100
sky130_fd_sc_hd__and3_1 | 8 | 50.1
sky130_fd_sc_hd__nand3b_1 | 6 | 45.0
sky130_fd_sc_hd__dfxtp_1 | 70 | 1400
sky130_fd_sc_hd__and2_2 | 2 | 15.0
sky130_fd_sc_hd__xnor2_1 | 50 | 438
sky130_fd_sc_hd__mux2i_1 | 9 | 90.1
sky130_fd_sc_hd__nor3_1 | 5 | 25.0
sky130_fd_sc_hd__o22a_1 | 3 | 26.3
sky130_fd_sc_hd__and4_1 | 6 | 52.6
sky130_fd_sc_hd__nand3_1 | 30 | 150
sky130_fd_sc_hd__a31oi_1 | 3 | 18.8
sky130_fd_sc_hd__nor2_1 | 23 | 86.3
sky130_fd_sc_hd__o31ai_1 | 2 | 15.0
==> metrics by stage <==
| step | worst slack, ns | utilization (%) | instances | power, mW |
|---|---|---|---|---|
| finish | 3.13 | 47.1 | 468 | 0.645 |
| global route | 2.85 | 47.1 | 468 | 0.670 |
| CTS | 3.15 | 47.1 | 468 | 0.655 |
| detailed placement | 3.55 | 44.3 | 452 | 0.348 |
| global placement | 3.61 | 44.3 | 452 | 0.348 |
| floorplan | 4.86 | - | 351 | 0.348 |
==> power by group through the flow <==
stage,registers [mW],logic (mW),clock network [mW]
6_report,0.340,0.00000833,0.306
5_1_grt,0.340,0.0000491,0.330
4_1_cts,0.340,0.0000165,0.316
Power figures rest on the tool's default switching activity, not on a simulated workload.
