$ cat flow/run.sh
#!/bin/bash
# OpenROAD 26Q1-2900-gdf79404cd8, Yosys 0.63+post, stock flow scripts
make -C /OpenROAD-flow-scripts/flow DESIGN_CONFIG=/design/flow/config.mk WORK_HOME=/design/flow/orfs finish
$ cat flow/config.mk
export PLATFORM = sky130hd
export DESIGN_NAME = counter4digit
export DESIGN_NICKNAME = counter4digit
export VERILOG_FILES = /design/flow/design.v
export SDC_FILE = /design/flow/constraint.sdc
export NUM_CORES = 4
export LEC_CHECK = 1
export CORE_UTILIZATION = 40
$ cat flow/constraint.sdc
current_design counter4digit

set clk_period 4.5
set clk_io_pct 0.2

create_clock -name clk0 -period $clk_period [get_ports {clk}]

set non_clock_inputs [all_inputs -no_clocks]
set_input_delay [expr $clk_period * $clk_io_pct] -clock clk0 $non_clock_inputs
set_output_delay [expr $clk_period * $clk_io_pct] -clock clk0 [all_outputs]
$ cat flow/design.v
`timescale 1ns / 1ps
module counter(
    input wire clk,
    output logic [31:0] val
    );
    logic [60:0] counter;
    always_ff @(posedge clk)
           counter <= counter + 1'b 1;
    assign val[31:0] = counter[50:19];
endmodule
`timescale 1ns / 1ps
    module counter4digit(
        input wire clk,
        output logic[7:0]segments,
        output logic [7:0]digitselect
        );
        wire [15:0] value;
        counter mycounter(clk, value);   
        display4digit mydisplay4digit(value, clk, segments, digitselect);
    endmodule
`timescale 1ns / 1ps
`default_nettype none
module display4digit(
    input wire [15:0] val,
    input wire clk,
    output logic [7:0] segments,
    output logic [7:0] digitselect
    );
	logic [31:0] c = 0;					 
	logic [1:0] toptwo;
	logic [3:0] value4bit;
	always_ff @(posedge clk)
		c <= c + 1'b 1;
	assign toptwo[1:0] = c[18:17];		 
	assign digitselect[3:0] = ~ (  			 
					   toptwo == 2'b00 ? 4'b 0001  
				     : toptwo == 2'b01 ? 4'b 0010
				     : toptwo == 2'b10 ? 4'b 0100
				     : 4'b 1000 );
	assign digitselect[7:4] = ~ 4'b 0000;       
	assign value4bit   =   (
				  toptwo == 2'b00 ? val[3:0]
				: toptwo == 2'b01 ? val[7:4]
				: toptwo == 2'b10 ? val[11:8]
				: val[15:12] );
	hexto7seg myhexencoder(value4bit, segments);
endmodule
`timescale 1ns / 1ps
`default_nettype none
module hexto7seg(
   input wire [3:0] X,
   output logic [7:0] segments
);
   assign segments = ~(                                  
            X == 4'h0 ? 8'b11111100      
          : X == 4'h1 ? 8'b01100000
          : X == 4'h2 ? 8'b11011010
          : X == 4'h3 ? 8'b11110010
          : X == 4'h4 ? 8'b01100110
          : X == 4'h5 ? 8'b10110110
          : X == 4'h6 ? 8'b10111110
          : X == 4'h7 ? 8'b11100000
          : X == 4'h8 ? 8'b11111110
          : X == 4'h9 ? 8'b11110110
          : X == 4'hA ? 8'b11101110
          : X == 4'hB ? 8'b00111110  
          : X == 4'hC ? 8'b10011100
          : X == 4'hD ? 8'b01111010  
          : X == 4'hE ? 8'b10011110
          : X == 4'hF ? 8'b10001110
          : 8'b00000001 );             
endmodule
==> notes.md <==
Notes on the flow run.

- The average via count per standard cell is 4.92, for reference.
- The average cell area after synthesis is around 10 sq um, for reference.
- The register bit total from synthesis is 54, for reference.
- Per the synthesis report, the simple-gate share of the synthesized area is 0.254.
- The violation count after the first detailed-routing iteration is 70, for reference.
- The async set-or-reset flop fraction in the synthesized netlist is 0, for reference.
- The proportion of synthesized area in mux cells is 0.0365, for reference.
- The first global-routing pass estimated approximately 6500 microns of wire.
- According to the report, the first pass of detailed routing completed in 4 iterations.
- The data required time of the critical path is 3.60 ns, for reference.
- Power spread over the standard cell area amounts to 271 nW/um^2.
- For reference, the critical path cell chain is mux4_2 -> nand2b_1 -> or3_1 -> o221ai_1 -> clkdlybuf4s50_1.
- Hold repair after CTS inserted 0 buffers.
- The proportion of netlist area held by the largest area contributor is 0.438, for reference.
- The number of enable-type register cells in the synthesized netlist is 0, for reference.
- Once detail routing completed, the nets flagged for antenna violations numbered 0.
- The floorplan step defined a core boundary enclosing 5920 sq um.
- The number of max-cap violations is 0, for reference.
- The chip occupies 6490 sq um.
- In the synthesized netlist, the cells that appear most often are sky130_fd_sc_hd__dfxtp_1 (54), sky130_fd_sc_hd__xnor2_1 (38), sky130_fd_sc_hd__nand2_1 (21).
- The accumulated negative setup slack is 0 ns, for reference.
- The clock sink total is 54, for reference.
- Per the synthesis report, the adder-cell share of the synthesized area is 0.0101.
- Max-slew check failures listed in the final report amount to 0.
- Timing analysis after detailed placement gives a worst setup slack of about 1.2 ns.
- The main logic family after synthesis is simple AND/OR/NAND/NOR gates, for reference.
- The arrival time at the worst endpoint is about 2.7 ns, for reference.
- Looking at the max-slew report, the worst-margin pin has a slew of ~0.66 ns.
- The register area share after synthesis is 0.438, for reference.
- The final-report setup violation count is 0, for reference.
- The beginning of the critical path is mydisplay4digit.c[17]$_DFF_P_, for reference.
- The largest voltage drop on the vdd net is 0.189 mV, for reference.
- For this run, the leading register cell type out of synthesis is sky130_fd_sc_hd__dfxtp_1.
- The final routed wire length divided by cell count is 11.1 microns, for reference.
- Per the slew report, the remaining headroom to the max-slew limit stands at 0.554.
- For this run, design rule violations remaining after detail routing come to 0.
- Looking at the post-CTS report, the setup buffer insertion count equals 0.
- Synthesis produced approximately 250 cells.
- The wire length recorded after detailed routing is 3700 microns.
- The half-perimeter wire length of the detailed placement result is 2630 microns, for reference.
- The post-layout period usage of the worst path is 0.797, for reference.
- The die boundary width is 80.5 microns, for reference.
- The largest incremental delay on the critical path is 0.69 ns, for reference.
- The post-synthesis xor/xnor area fraction is 0.177, for reference.
- The cell area after synthesis is 2470 sq um, for reference.
- The clock arrives with 0.00352 ns of skew.
- Looking at the gate-level netlist, the highest instance count belongs to sky130_fd_sc_hd__dfxtp_1.
- The floorplan has 28 rows.
- The distinct cell type count of the synthesized netlist is 38, for reference.
- The final timing report gives a worst setup slack of 0.914 ns.
- The number of cells on the worst reg-to-reg path is 5.
- The last weighted congestion value of the routability-driven placer is roughly 0.80, for reference.
- Across every metal layer, demand over resource in global routing totals 0.129.
- The maximum clock rate is between 200 and 300 MHz, for reference.
- The TritonCTS clock tree is yes, for reference.
- The clock period minus worst slack is 3.59 ns, for reference.
- According to the Yosys statistics, the synthesized design has a chip area of 2470 sq um.
- The effective utilization at floorplan is 0.417, for reference.
- The number of logged tool warnings is 25, for reference.
- Antenna repair during routing inserted a diode count of 0.
- The flow ran to the end, and the final reports show no timing, DRC or antenna violations.
- The die outline height is between 80 and 90 microns, for reference.
- The cell at the root of the clock tree is sky130_fd_sc_hd__clkbuf_8, for reference.
- The standby leakage power is 0.902 nW, for reference.
- The CTS report gives the tree buffer count as 5.
- The initial antenna violation count is 0, for reference.
- The total number of vias is 1634, for reference.
- STA lists the maximum fanout along the critical path as 11.
- Looking at the clock tree report, the maximum root-to-sink buffer count equals 2.
- The layout summary lists the proportion of cells stronger than drive strength 1 as 0.0856.
- The minimum setup slack among reg-to-reg paths is 2.66 ns, for reference.
- The launch point of the worst register-to-register path is recorded as mycounter.counter[0]$_DFF_P_.
- For reference, the top cells by area after synthesis are sky130_fd_sc_hd__dfxtp_1 (44%), sky130_fd_sc_hd__xnor2_1 (13%), sky130_fd_sc_hd__xor2_1 (4.3%).
- The worst setup path endpoint is segments[7], for reference.
- The via count of the first global-routing pass is 1441, for reference.
- The total of buffers placed on input and output ports is 11, for reference.
- The relative area change from synthesis to final layout is 9.03%, for reference.
- The number of placed I/O pins is 17, for reference.
- The pin count of the biggest net entering global routing is 16, for reference.
- Yosys printed 3 warnings.
- Setup repair after global routing left no endpoint under its margin.
- The most area-hungry cell type in the Yosys netlist is sky130_fd_sc_hd__dfxtp_1, for reference.
- The number of hold violations in the final report is 0, for reference.
- The clock-pin slew on the worst setup and hold paths is 0.09 ns, for reference.
- The worst setup path is launched from a register.
- The H-tree depth is 2, for reference.
- The insertion delay at the late pin of the worst-skew pair is 0.30 ns, for reference.
- The slowest library cell on the worst path is sky130_fd_sc_hd__mux4_2, for reference.
- The endpoint class of the critical path is an output pin, for reference.
- The cell-mix breakdown from Yosys lists the compound-gate area share as 0.0380.
- The global-route congestion overflow total is 0, for reference.
- The path class of the tightest hold or removal check is reg2reg.
- The cell count listed in synth_stat.txt is 247, for reference.
- The number of instances resized during post-cts repair is 0, for reference.
- The startpoint-to-endpoint class of the critical path is reg2out, for reference.
- For the worst reg-to-reg path, the endpoint reported by OpenROAD is mycounter.counter[30]$_DFF_P_.
- The fill cell instance count of the final layout is 545, for reference.
## layout make-up
class | instances | area (sq um) | share of cell area
clock buffers | 6 | 72.6 | 0.0270
clock inverters | 1 | 7.51 | 0.00279
repair buffers | 12 | 118 | 0.0437
well taps | 75 | 93.8 | 0.0349
inverters | 7 | 26.3 | 0.00977
multi-input cells | 177 | 1290 | 0.480
flip-flops and latches | 54 | 1080 | 0.402
## layer usage
metal | track usage | part of all wire | wire length, microns | up-vias
met5 | 0 | 0 | 0 | -
met4 | 0.0196 | 0.018 | 65 | 0
met3 | 0.0208 | 0.035 | 131 | 7
met2 | 0.189 | 0.42 | 1540 | 27
met1 | 0.208 | 0.53 | 1960 | 732
li1 | - | - | - | 868
## state kept, by name, indices dropped and copies added (netlist names)
signal             flops
mydisplay4digit.c     19
mycounter.counter     35
## cells in the final DEF, fill, tap and decap left out
master                            netlist  routed
sky130_fd_sc_hd__nor2_1                12      12
sky130_fd_sc_hd__nor2b_4                1       1
sky130_fd_sc_hd__and3_1                 9       9
sky130_fd_sc_hd__and2_1                 1       1
sky130_fd_sc_hd__o2bb2ai_1              1       1
sky130_fd_sc_hd__ha_1                   2       2
sky130_fd_sc_hd__nor4_2                 2       2
sky130_fd_sc_hd__and3_2                 1       1
sky130_fd_sc_hd__dfxtp_1               54      54
sky130_fd_sc_hd__clkbuf_8               0       5
sky130_fd_sc_hd__o21ai_1                2       2
sky130_fd_sc_hd__nor3_1                 2       2
sky130_fd_sc_hd__and4_1                 5       5
sky130_fd_sc_hd__inv_1                  7       7
sky130_fd_sc_hd__nor4b_4                2       2
sky130_fd_sc_hd__clkbuf_1               4       1
sky130_fd_sc_hd__nand4_1               15      15
sky130_fd_sc_hd__clkinvlp_4             0       1
sky130_fd_sc_hd__nand4_2                2       2
sky130_fd_sc_hd__nand4b_1               2       2
sky130_fd_sc_hd__xnor2_1               38      38
sky130_fd_sc_hd__clkdlybuf4s50_1        0      11
sky130_fd_sc_hd__or3_1                  2       2
sky130_fd_sc_hd__mux4_2                 4       4
sky130_fd_sc_hd__o22ai_1                2       2
sky130_fd_sc_hd__nand2b_1               3       3
sky130_fd_sc_hd__nor4_1                 1       1
sky130_fd_sc_hd__nand2b_4               1       1
sky130_fd_sc_hd__conb_1                 1       5
sky130_fd_sc_hd__buf_4                  7       1
sky130_fd_sc_hd__o21ba_1                1       1
sky130_fd_sc_hd__nand2_1               21      21
sky130_fd_sc_hd__a21oi_1                5       5
sky130_fd_sc_hd__nand3_1               17      17
sky130_fd_sc_hd__o221ai_1               2       2
sky130_fd_sc_hd__o211a_1                1       1
sky130_fd_sc_hd__or2_2                  2       2
sky130_fd_sc_hd__nor2b_1                1       1
sky130_fd_sc_hd__xor2_1                12      12
## logic make-up after synthesis
family / after synthesis
AND/OR/NAND/NOR: 102
flip-flops: 54
XOR/XNOR: 50
buffers and inverters: 20
AND-OR/OR-AND: 14
multiplexers: 4
adder cells (fa/ha/maj): 2
other: 1
## power breakdown
part	internal (W)	switching, W	total, W
sequential	0.000477	0	0.000477
combinational	0	0.0000000479	0.0000000484
clock	0.000107	0.000144	0.000251
## how the worst min path moves through the flow
stage | start | to | slack [ns] | cells past startpoint
finish | mydisplay4digit.c[0]$_DFF_P_ | mydisplay4digit.c[0]$_DFF_P_ | 0.40 | 1
global route | mydisplay4digit.c[0]$_DFF_P_ | mydisplay4digit.c[0]$_DFF_P_ | 0.43 | 1
CTS | mydisplay4digit.c[0]$_DFF_P_ | mydisplay4digit.c[0]$_DFF_P_ | 0.41 | 1
## critical path, delay by kind of cell, from the launching register on
family,cells,cell delay (ns)
muxes,1,0.69
DFF,1,0.58
and+or+nand+nor,2,0.56
buffers and inverters,1,0.48
AOI/OAI and AO/OA,1,0.07
## metrics by stage
step,area (sq um),std cells,total power [W],hold WS [ns],util
6_report,2690,332,0.000728,0.404,0.454
4_1_cts,2690,332,0.000742,0.408,0.454
2_1_floorplan,2480,251,0.000492,0.370,-
3_3_place_gp,2610,325,0.000489,0.382,0.441
5_1_grt,2690,332,0.000761,0.429,0.454
3_5_place_dp,2610,325,0.000489,0.386,0.441
No activity file was given, so power comes from the tool's default toggle rates.
