[/design/flow/config.mk]
export PLATFORM = sky130hd
export DESIGN_NAME = keyboard_test
export DESIGN_NICKNAME = keyboard_test
export VERILOG_FILES = /design/flow/design.v
export SDC_FILE = /design/flow/constraint.sdc
export NUM_CORES = 4
export LEC_CHECK = 1
export CORE_UTILIZATION = 30
[/design/flow/constraint.sdc]
current_design keyboard_test

set clk_period 8.2
set clk_io_pct 0.2

create_clock -name clk0 -period $clk_period [get_ports {clk}]

set non_clock_inputs [all_inputs -no_clocks]
set_input_delay [expr $clk_period * $clk_io_pct] -clock clk0 $non_clock_inputs
set_output_delay [expr $clk_period * $clk_io_pct] -clock clk0 [all_outputs]
[/design/flow/design.v]
`timescale 1ns / 1ps
module display8digit(
    input wire [31:0] val,
    input wire clk,
    output logic [7:0] segments,
    output logic [7:0] digitselect
    );
	logic [31:0] c = 0;					 
	logic [3:0] topthree;
	logic [3:0] value4bit;
	always_ff @(posedge clk)
		c <= c + 1'b 1;
	assign topthree[2:0] = c[18:16];		 
	assign digitselect[7:0] = ~ (  			 
					   topthree == 3'b000 ? 8'b 00000001  
				     : topthree == 3'b001 ? 8'b 00000010
				     : topthree == 3'b010 ? 8'b 00000100  
                     : topthree == 3'b011 ? 8'b 00001000
                     : topthree == 3'b100 ? 8'b 00010000            
				     : topthree == 3'b101 ? 8'b 00100000
				     : topthree == 3'b111 ? 8'b 01000000            
                     : 8'b 10000000);
	assign value4bit   =   (
				    topthree == 3'b000 ? val[3:0]  
                  : topthree == 3'b001 ? val[7:4]
                  : topthree == 3'b010 ? val[11:8]  
                  : topthree == 3'b011 ? val[15:12]
                  : topthree == 3'b100 ? val[19:16]            
                  : topthree == 3'b101 ? val[23:20]
                  : topthree == 3'b111 ? val[27:24]           
                  : val[31:28]);
	hexto7seg myhexencoder(value4bit, segments);
endmodule
`timescale 1ns / 1ps
`default_nettype none
module hexto7seg(
   input wire [3:0] X,
   output logic [7:0] segments
);
   assign segments = ~(                                  
            X == 4'h0 ? 8'b11111100      
          : X == 4'h1 ? 8'b01100000
          : X == 4'h2 ? 8'b11011010
          : X == 4'h3 ? 8'b11110010
          : X == 4'h4 ? 8'b01100110
          : X == 4'h5 ? 8'b10110110
          : X == 4'h6 ? 8'b10111110
          : X == 4'h7 ? 8'b11100000
          : X == 4'h8 ? 8'b11111110
          : X == 4'h9 ? 8'b11110110
          : X == 4'hA ? 8'b11101110
          : X == 4'hB ? 8'b00111110  
          : X == 4'hC ? 8'b10011100
          : X == 4'hD ? 8'b01111010  
          : X == 4'hE ? 8'b10011110
          : X == 4'hF ? 8'b10001110
          : 8'b00000001 );             
endmodule
`timescale 1ns / 1ps
`timescale 1ns / 1ps
`default_nettype none
module keyboard(
   input wire clk,
   input wire ps2_clk,
   input wire ps2_data,
   output logic [31:0] keyb_char = 0
   );
   logic [31:0] temp_char = 0;
   logic [9:0] bits = 0;
   logic [3:0] count = 0;
   logic [1:0] ps2_clk_prev2 = 2'b11;
   logic [19:0] timeout = 0;
   always_ff @(posedge clk)
      ps2_clk_prev2 <= {ps2_clk_prev2[0], ps2_clk};
   always_ff @(posedge clk)
   begin
      if((count == 11) || (timeout[19] == 1))
      begin
         count <= 0;
         if((temp_char[7:0] == 8'hE0) || (temp_char[7:0] == 8'hF0)) begin        
            temp_char[31:0] <= {temp_char[23:0], bits[7:0]};                     
            if((bits[7:0] != 8'hE0) && (bits[7:0] != 8'hF0))                     
               keyb_char <= {temp_char[23:0], bits[7:0]};                        
         end
         else begin                                                              
            temp_char[31:0] <= {24'b0, bits[7:0]};                               
            if((bits[7:0] != 8'hE0) && (bits[7:0] != 8'hF0))                     
               keyb_char <= {24'b0, bits[7:0]};                                  
         end
      end
      else
      begin
         if(ps2_clk_prev2 == 2'b10)
         begin
            count <= count + 1;
            bits <= {ps2_data, bits[9:1]};
         end
      end
   end
   always_ff @(posedge clk)
      timeout <= (count != 0) ? timeout + 1 : 0;
endmodule
`timescale 1ns / 1ps
`default_nettype none
module keyboard_test(
	input wire clk,
	input wire ps2_data,
	input wire ps2_clk,
	output wire [7:0] segments,
   	output wire [7:0] digitselect
   );
	wire [31:0] keyb_char;
	keyboard keyb(clk, ps2_clk, ps2_data, keyb_char);
	display8digit disp(keyb_char, clk, segments, digitselect);
endmodule
[/design/flow/run.sh]
#!/bin/bash
# OpenROAD 26Q1-2900-gdf79404cd8, Yosys 0.63+post, stock flow scripts
make -C /OpenROAD-flow-scripts/flow DESIGN_CONFIG=/design/flow/config.mk WORK_HOME=/design/flow/orfs finish
==> flow_summary.ini <==
; generated from flow reports
[setup_path]
crit_path_end_kind = output port
timing.critical_path.arrival_ns = 3.27
worst_setup_path_start_kind = flop
critical_path_peak_fanout = 24
criticalPathCategory = flop to output port
critPathRequiredTime_ns = 6.56

[synth]
synth-main-ff-cell = sky130_fd_sc_hd__edfxtp_1
synth_area_mm2 = 0.004402
synth_cell_types = 51
dominant_cell_area_share = 0.4230
synth.avg_cell_area_um2 = 12.30
yosys-stat-cells = 358
ys_seq_elements = 107
postSynthSeqShare = 0.6276
ys_area_mm2 = 0.004402
yosysTopAreaCell = sky130_fd_sc_hd__edfxtp_1
asyncSetResetFlopFracSynth = 0
top_cells_by_count = 62 x sky130_fd_sc_hd__edfxtp_1, 45 x sky130_fd_sc_hd__dfxtp_1, 35 x sky130_fd_sc_hd__nor2_1
yosys_warnings = 3
enable_flop_cells = 62
synth.area.top_cells = sky130_fd_sc_hd__edfxtp_1 42%, sky130_fd_sc_hd__dfxtp_1 20%, sky130_fd_sc_hd__xor2_1 4.4%
synth_cells = 358
top_cell = sky130_fd_sc_hd__edfxtp_1

[clock_network]
cts_setup_buffers = 0
clkSlewWorstSetupHoldPaths_ns = 0.07
clock_sinks = 107
post_cts_hold_buffer_count = 0
clockRootBuffer = sky130_fd_sc_hd__clkbuf_16
cts_inserted_buffers = 9
cts-htree-levels = 3
ctsLongestPathBuffers = 2
ctsResizeCount = 0
cts_tree = yes
clkLatencyLatePin_ns = 0.34

[final_timing]
crit_share_post_route = 0.5983
post-route-min-period_ns = 4.906
totalNegativeSetupSlack_ns = 0
max_slew.worst_pin.slew_ns = 0.8304
clock_skew_ns = 0.006134
hold_violations = 0
maximum_frequency_from_static_timing_analysis_mhz = 203.8
slew_headroom = 0.4453
slew_violations = 0
grt_setup_unrepaired = false
finalSetupViolCount = 0

[routing]
antennaDiodeCount = 0
drt-total-wl_um = 6339
initialDrtViolationCount = 150
firstDrtPassIters = 4
route.met2.wl_um = 2840
drt-met1-wl_um = 3133
post_drt_wl_per_cell_um = 11.12
total_met3_wirelength_after_detailed_routing_um = 265
final_antenna_net_count = 0
detail_route.drc_violations = 0
top_signal_layer_used = met4
detailroute.via_count = 2541
via_per_inst = 4.458

[power_and_ir_drop]
seq_power_share = 0.561
power_switching_share = 0.2294
pleak_nw = 1.724
internal_power_mw = 0.8965
comb_power_share = 0.090
cell_pwr_density_mw_per_mm2 = 229.4
ir_worst_vdd_v = 0.0001129
fin_total_pwr_mw = 1.163
p_switching_mw = 0.2669
p_clk_frac = 0.350

[global_route]
first_global_vias = 2463
wire_length_of_the_first_global_routing_pass_um = 11070
grt_antenna_before_repair = 0
grt_util_all_layers = 0.09360
globalRouteOverflowTotal = 0
grt_start_max_net_pins = 31

[min_path]
worstHoldPathType = flop to flop

[job]
warning_count = 26
maxCapViolations = 0

[die]
fp_util = 0.3123
ios = 19
core_area_mm2 = 0.01410
fp-row-count = 43
die_ht_um = 123.1
die_width_um = 123.1
die-area_mm2 = 0.01516

[place]
gp_routability_congestion = 0.8388
portBuffers = 16
post-dp-hpwl_um = 4269

[finish]
flow.area_growth_from_synthesis_pct = 15.21
layout-drive-gt1-share = 0.08718

[outcome]
status = finished clean
[final timing paths]
path                                      start                          endpoint  slack [ns]  depth (start not counted)
hold reg to reg   keyb.ps2_clk_prev2[0]$_DFF_P_     keyb.ps2_clk_prev2[1]$_DFF_P_        0.36                          0
setup reg to reg     keyb.count[0]$_SDFFE_PP0P_  keyb.keyb_char[16]$_SDFFCE_PN0P_        6.01                          4
hold / removal    keyb.ps2_clk_prev2[0]$_DFF_P_     keyb.ps2_clk_prev2[1]$_DFF_P_        0.36                          0
setup / recovery             disp.c[16]$_DFF_P_                       segments[7]        3.29                          7
[placed cells by master (no fill, tap or decap), types with 3 or more instances in the layout]
master | netlist | layout
sky130_fd_sc_hd__clkbuf_16 | 0 | 9
sky130_fd_sc_hd__clkdlybuf4s50_1 | 0 | 16
sky130_fd_sc_hd__conb_1 | 2 | 10
sky130_fd_sc_hd__buf_4 | 6 | 4
sky130_fd_sc_hd__nand4b_1 | 3 | 3
sky130_fd_sc_hd__dfxtp_1 | 45 | 45
sky130_fd_sc_hd__ha_1 | 4 | 4
sky130_fd_sc_hd__and2_1 | 18 | 18
sky130_fd_sc_hd__nand4_1 | 9 | 9
sky130_fd_sc_hd__nand3_1 | 23 | 23
sky130_fd_sc_hd__xnor2_1 | 18 | 18
sky130_fd_sc_hd__clkbuf_8 | 0 | 3
sky130_fd_sc_hd__xor2_1 | 22 | 22
sky130_fd_sc_hd__a21oi_1 | 5 | 5
sky130_fd_sc_hd__nand2_1 | 22 | 22
sky130_fd_sc_hd__nor2_1 | 35 | 35
sky130_fd_sc_hd__o21ai_0 | 3 | 3
sky130_fd_sc_hd__nand2b_1 | 4 | 4
sky130_fd_sc_hd__inv_1 | 7 | 7
sky130_fd_sc_hd__and3_1 | 8 | 8
sky130_fd_sc_hd__nor2b_1 | 11 | 11
sky130_fd_sc_hd__mux2i_1 | 4 | 4
sky130_fd_sc_hd__edfxtp_1 | 62 | 62
sky130_fd_sc_hd__a22oi_1 | 4 | 4
[power groups by stage]
stage	logic, mW	clock network (mW)	registers [mW]
CTS	0.106	0.420	0.653
global route	0.120	0.439	0.658
finish	0.104	0.407	0.652
[flip-flops by register name (all words and copies together), names as in the netlist]
register	cells
keyb.keyb_char	28
keyb.temp_char	24
keyb.timeout	20
disp.c	19
keyb.bits	10
keyb.count	4
keyb.ps2_clk_prev2	2
[per-stage QoR]
stage / hold WS (ns) / utilization / std cells / setup slack [ns] / cell area [um^2]
2_1_floorplan: 0.3314 / - / 366 / 4.770 / 4432
3_3_place_gp: 0.3414 / 0.3392 / 554 / 3.762 / 4781
3_5_place_dp: 0.3437 / 0.3392 / 554 / 3.641 / 4781
4_1_cts: 0.3563 / 0.3598 / 570 / 3.278 / 5071
5_1_grt: 0.3715 / 0.3598 / 570 / 3.026 / 5071
6_report: 0.3572 / 0.3598 / 570 / 3.294 / 5071
[metal layers]
layer / track usage / up-vias
met5: 0 / -
met4: 0.01280 / 0
met3: 0.02213 / 10
met2: 0.1470 / 37
met1: 0.1412 / 1172
li1: - / 1322
[cell families after synthesis]
kind of cell | after synthesis | share of synthesized area
DFF | 107 | 0.6276
buffers and inverters | 19 | 0.02359
xor gates and xnor gates | 40 | 0.07959
adders and majority gates | 5 | 0.01364
muxes | 7 | 0.01677
AOI/OAI and AO/OA | 33 | 0.06453
and+or+nand+nor | 145 | 0.1725
other | 2 | 0.001706
[worst max-delay path, cell delays in order (launching register included)]
cell and delay [ns]:
sky130_fd_sc_hd__dfxtp_1 0.80, sky130_fd_sc_hd__o22ai_1 0.18, sky130_fd_sc_hd__a22oi_1 0.25, sky130_fd_sc_hd__o311ai_1 0.16, sky130_fd_sc_hd__a21oi_2 0.46, sky130_fd_sc_hd__or4b_4 0.52
sky130_fd_sc_hd__o211ai_2 0.08, sky130_fd_sc_hd__clkdlybuf4s50_1 0.47
[layout make-up]
type,count,area (um^2)
inverters,7,26.28
repair buffers,20,190.2
clock inverters,3,20.02
clock buffers,13,270.3
multi-input cells,240,1577
well taps,180,225.2
flip-flops and latches,107,2763
fillers,1344,9025
